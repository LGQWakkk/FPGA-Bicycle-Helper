==> design.v <==
`timescale 1ns / 1ps
module char2num(
    input [34:0] a,
    output [16:0] out
    );
    reg [6:0] data1,data2,data3,data4,data17;
    reg [19:0] data18;
    reg [17:0] data19;
    reg [14:0] data20;
    reg [10:0] data21;
    reg [16:0] data5;
    reg [10:0] data6;
    reg [9:0] data7;
    reg [12:0] data8;
    reg [11:0] data9;
    reg [8:0] data10;
    reg [9:0] data11;
    reg [7:0] data12;
    reg [19:0] data13,data14,data15,data16,data22;
    always@(*)
    begin   
    data17=a[34:28]-7'h30; 
    data1=a[27:21]-7'h30;
    data2=a[20:14]-7'h30;
    data3=a[13:7]-7'h30;
    data4=a[6:0]-7'h30;
    data18={data17,13'b0000000000000};
    data19={data17,11'b00000000000};
    data20={data17,8'b00000000};
    data21={data17,4'b0000};
    data5={data1,10'b0000000000};
    data6={data1,4'b0000};
    data7={data1,3'b000};
    data8={data2,6'b000000};
    data9={data2,5'b00000};
    data10={data2,2'b00};
    data11={data3,3'b000};
    data12={data3,1'b0};
    data13=data5-data6-data7;
    data14=data8+data9+data10;
    data15=data11+data12;
    data16=data18+data19-data20+data21;
    data22=data13+data14+data15+data16+data4;
    end 
    assign  out=data22[16:0];
endmodule
`timescale 1ns / 1ps
module jingwei_ctrl(
	input wire clk,rst,
	input wire [16:0] jing_num,
	input wire [16:0] wei_num,
	input wire data_en,
	output wire [8:0] wei_m_scaled,
	output wire [8:0] jing_n_scaled,
	output wire in_region
    );
	localparam [16:0] m_offset = 17'd18000; 
	localparam [16:0] n_offset = 17'd7000; 
	reg [16:0] jing_num_reg,jing_num_next;
	reg [16:0] wei_num_reg,wei_num_next;
	reg in_region_reg,in_region_next;
	wire wei_m_valid;
	wire jing_n_valid;
	wire [8:0] wei_m_scaled;
	wire [8:0] jing_n_scaled;
	wire [16:0] wei_offset;
	wire [16:0] jing_offset;
	assign wei_offset=wei_num_reg-m_offset;
	assign jing_offset=jing_num_reg-n_offset;
	assign wei_m_scaled=wei_offset[13:5];
	assign jing_n_scaled=jing_offset[13:5]; 
	assign wei_m_valid = ((wei_m_scaled>=0)&&(wei_m_scaled<=319))?1'b1:1'b0;
	assign jing_n_valid = ((jing_n_scaled>=0)&&(jing_n_scaled<=239))?1'b1:1'b0;
	assign in_region = (wei_m_valid&&jing_n_valid)?1'b1:1'b0;
	always@(posedge clk)begin
		if(rst)begin
			jing_num_reg<=0;
			wei_num_reg<=0;
			in_region_reg<=0;
		end
		else begin
			jing_num_reg<=jing_num_next;
			wei_num_reg<=wei_num_next;
			in_region_reg<=in_region_next;
		end
	end
	always@(*)begin
		jing_num_next=jing_num_reg;
		wei_num_next=wei_num_reg;
		in_region_next=in_region_reg;
		if(data_en)begin
			jing_num_next=jing_num;
			wei_num_next=wei_num;
		end
	end
endmodule
`timescale 1ns / 1ps
module jingwei_process(
	input wire clk,rst,
	input wire jw_we,
	input wire [6:0] jw_data,
	output wire [8:0] m,
	output wire [8:0] n,
	output wire in_region
    );
	wire [16:0] wire_jing_num;
	wire [16:0] wire_wei_num;
	wire wire_data_en;
	wire [34:0] wire_jing_ch;
	wire [34:0] wire_wei_ch;
	jingwei_ctrl u_jingwei_ctrl(
	.clk(clk),
	.rst(rst),
	.jing_num(wire_jing_num),
	.wei_num(wire_wei_num),
	.data_en(wire_data_en),
	.wei_m_scaled(m),
	.jing_n_scaled(n),
	.in_region(in_region)
	);
	char2num u1_char2num(
	.a(wire_jing_ch),
	.out(wire_jing_num)
	);
	char2num u2_char2num(
	.a(wire_wei_ch),
	.out(wire_wei_num)
	);
	ser2par u_ser2par(
	.clk(clk),
	.rst(rst),
	.gps_we(jw_we),
	.gps_data(jw_data),
	.data_en(wire_data_en),
	.jing_ch(wire_jing_ch),
	.wei_ch(wire_wei_ch)
	);
endmodule
`timescale 1ns / 1ps
module ser2par(
	input wire clk,rst,
	input wire gps_we,
	input wire [6:0] gps_data,
	output wire data_en,
	output wire [34:0] jing_ch,
	output wire [34:0] wei_ch
    );
	localparam [4:0] 
	st_0=5'd0,
	st_1=5'd1,
	st_2=5'd2,
	st_3=5'd3,
	st_4=5'd4,
	st_5=5'd5,
	st_6=5'd6,
	st_7=5'd7,
	st_8=5'd8,
	st_9=5'd9,
	st_10=5'd10,
	st_11=5'd11;
	reg data_en_reg,data_en_next;
	reg [4:0] state_reg,state_next;
	reg [6:0] jing1,jing2,jing3,jing4,jing5;
	reg [6:0] jing1_next,jing2_next,jing3_next,jing4_next,jing5_next;
	reg [6:0] wei1,wei2,wei3,wei4,wei5;
	reg [6:0] wei1_next,wei2_next,wei3_next,wei4_next,wei5_next;
	assign jing_ch = {jing1,jing2,jing3,jing4,jing5};
	assign wei_ch = {wei1,wei2,wei3,wei4,wei5};
	assign data_en = data_en_reg;
	always@(posedge clk)begin
		if(rst)begin
			data_en_reg<=1'b0;
			state_reg<=st_0;
			jing1<=0;jing2<=0;jing3<=0;jing4<=0;jing5<=0;
			wei1<=0;wei2<=0;wei3<=0;wei4<=0;wei5<=0;
		end
		else begin
			jing1<=jing1_next;
			jing2<=jing2_next;
			jing3<=jing3_next;
			jing4<=jing4_next;
			jing5<=jing5_next;
			wei1<=wei1_next;
			wei2<=wei2_next;
			wei3<=wei3_next;
			wei4<=wei4_next;
			wei5<=wei5_next;
			state_reg<=state_next;
			data_en_reg<=data_en_next;
		end
	end
	always@(*)begin
		data_en_next=1'b0; 
		jing1_next=jing1;
		jing2_next=jing2;
		jing3_next=jing3;
		jing4_next=jing4;
		jing5_next=jing5;
		wei1_next=wei1;
		wei2_next=wei2;
		wei3_next=wei3;
		wei4_next=wei4;
		wei5_next=wei5;
		state_next=state_reg;
		case(state_reg)
			st_0:begin
				if(gps_we)begin
					wei1_next=gps_data;
					state_next=st_1;
				end
			end
			st_1:begin
				if(gps_we)begin
					wei2_next=gps_data;
					state_next=st_2;
				end
			end
			st_2:begin
				if(gps_we)begin
					wei3_next=gps_data;
					state_next=st_3;
				end
			end
			st_3:begin
				if(gps_we)begin
					wei4_next=gps_data;
					state_next=st_4;
				end
			end
			st_4:begin
				if(gps_we)begin
					wei5_next=gps_data;
					state_next=st_6;
				end
			end
			st_6:begin
				if(gps_we)begin
					jing1_next=gps_data;
					state_next=st_7;
				end
			end
			st_7:begin
				if(gps_we)begin
					jing2_next=gps_data;
					state_next=st_8;
				end
			end
			st_8:begin
				if(gps_we)begin
					jing3_next=gps_data;
					state_next=st_9;
				end
			end
			st_9:begin
				if(gps_we)begin
					jing4_next=gps_data;
					state_next=st_10;
				end
			end
			st_10:begin
				if(gps_we)begin
					jing5_next=gps_data;
					state_next=st_11;
					data_en_next=1'b1;
				end
			end
			st_11:begin 
				state_next=st_0; 
			end
		endcase
	end
endmodule
==> run.sh <==
#!/bin/bash
# OpenROAD 26Q1-2900-gdf79404cd8, Yosys 0.63+post, stock flow scripts
make -C /OpenROAD-flow-scripts/flow DESIGN_CONFIG=/design/flow/config.mk WORK_HOME=/design/flow/orfs finish
==> config.mk <==
export PLATFORM = sky130hd
export DESIGN_NAME = jingwei_process
export DESIGN_NICKNAME = jingwei_process
export VERILOG_FILES = /design/flow/design.v
export SDC_FILE = /design/flow/constraint.sdc
export NUM_CORES = 4
export LEC_CHECK = 1
export CORE_UTILIZATION = 50
==> constraint.sdc <==
current_design jingwei_process

set clk_period 8.8
set clk_io_pct 0.2

create_clock -name clk0 -period $clk_period [get_ports {clk}]

set non_clock_inputs [all_inputs -no_clocks]
set_input_delay [expr $clk_period * $clk_io_pct] -clock clk0 $non_clock_inputs
set_output_delay [expr $clk_period * $clk_io_pct] -clock clk0 [all_outputs]
==> flow_summary.json <==
{
  "outcome": "completed",
  "edf_count": 0,
  "routed_via_density": 5.06,
  "floorplan.core_util_pct": 52.1,
  "cts_resized": 0,
  "p_per_area_mw_per_mm2": 144,
  "cts-root-buf": "clkbuf_16",
  "dp_hpwl_microns": 12200,
  "io_pins": 29,
  "async_flop_share_pct": 0,
  "wl_per_cell_microns": 14.2,
  "totalWireLength_microns": 15600,
  "yosys_area_sq_mm": 0.00803,
  "firstDrtPassIters": 4,
  "seqPwrFrac_pct": 37.5,
  "holdPathStages": 2,
  "avgSynthCellArea_sq_um": 9.05,
  "die-width_microns": 129,
  "htreeDepth": 3,
  "reg2reg_depth": 15,
  "period_needed_ns": 4.78,
  "yosys_register_bits": 101,
  "clk_path_buf_depth": 2,
  "synthFlopType": "dfxtp_1",
  "critPathMaxFanout": 6,
  "drive_above_1_share_pct": 3.03,
  "power_leakage_uw": 0.00350,
  "comb_power_share_pct": 32.4,
  "relSlewSlack_pct": 46.2,
  "area_growth_pct": 8.41,
  "die_y_microns": 129,
  "syn_area_sq_mm": 0.00803,
  "timing.fmax_mhz": 209,
  "ys_cells": 888,
  "clkLatencyLatePin_ns": 0.35,
  "die_area_sq_mm": 0.0166,
  "worst_setup_path_start_kind": "flop",
  "hold_path_end": "u_ser2par.state_reg[0]",
  "swShare_pct": 32.5,
  "r2r_start": "u_ser2par.wei3[4]",
  "openroad.warnings": 25,
  "grt_max_degree": 89,
  "p_int_uw": 846,
  "synth_cells": 888,
  "grt.overflow.total": 0,
  "antenna_found_initial": 0,
  "vias": 5579,
  "netSwitchingPower_uw": 407,
  "path_clk_slew_ns": 0.07,
  "r2r_slack_ns": 4.02,
  "drv_cap": 0,
  "numCtsBuffers": 9,
  "hold_buffers": 0,
  "yosysWarnings": 3,
  "pwr-share-clk_pct": 30.1,
  "core_area_sq_mm": 0.0154,
  "fin_skew_ns": 0.00713,
  "cpMostUsedCell": "fa_1",
  "clock-sinks": 101,
  "stdcell_area_sq_mm": 0.00871,
  "synth_cell_types": 39,
  "grt_pass1_wl_microns": 26600,
  "ant_nets": 0,
  "port_buffers": 28,
  "grtUsageTotal_pct": 21.8,
  "power_uw": 1250,
  "crit_chain": "ha_1 > xor2_1 > fa_1 > inv_1 > fa_1 > fa_1 > fa_1 > ha_1 > ha_1 > o21a_1 > o21a_1 > o22ai_1 > o21a_1 > xnor2_1 > a211oi_1",
  "grt_pass1_vias": 5312,
  "worst-setup-path-type": "flop to flop",
  "r2r_end": "u_jingwei_ctrl.wei_num_reg[13]",
  "n_antenna_cell": 0,
  "worstPathRequired_ns": 9.06,
  "setup_viol": 0,
  "tightest_slew_ns": 0.807,
  "drc": 0,
  "slew_viol_final": 0,
  "holdCritStartpoint": "u_ser2par.state_reg[9]",
  "gp_congestion": 0.847,
  "rows": 45,
  "cp_slowest_stage_delay_ns": 0.52,
  "placed_cell_area_sq_mm": 0.00843,
  "critPathSlowestCell": "fa_1",
  "min_path_type": "flop to flop",
  "worst_ep_arrival_time_ns": 5.05,
  "timing.setup.tns_ns": 0,
  "ys_seq_share_pct": 25.2,
  "drt_iter0_drc": 262,
  "rsz0062_at_grt": "false",
  "cts_tree": "done",
  "ir_drop_uv": 133,
  "fin_crit_sh_pct": 54.4,
  "postCtsSetupBuffers": 0,
  "end_kind": "flop",
  "finalHoldViolCount": 0
}
[placed cells by master, fill, tap and decap left out, types with 2 or more instances in the layout]
cell type,instances
a21oi_2,2
nor2_1,30
o21ai_0,12
o21a_1,5
a211oi_1,8
clkdlybuf4s50_1,26
clkbuf_16,9
nor3_1,3
xor2_1,18
ha_1,82
nor4_1,3
a21oi_1,87
dfxtp_1,101
a21o_1,2
fa_1,92
nand2b_1,12
mux2i_1,13
or4_1,4
o311ai_1,2
xnor2_1,42
nor3b_1,5
inv_6,3
nand2_1,94
o21ai_1,8
nand3_1,69
a21boi_1,2
inv_1,135
buf_4,4
nor2b_1,2
and2_1,2
[cells by family (layout without fill, tap and decap cells)]
logic type	after synthesis	after routing	share of synthesized area [%]
mux	13	13	1.62
compound gates	135	135	9.64
buf+inv	178	181	8.33
xor+xnor	60	60	6.54
fa+ha+maj	174	174	35.7
simple gates	227	227	13.0
flops	101	101	25.2
[critical path, delay by kind of cell, from the launching register on]
family,cells,cell delay (ns)
fa+ha+maj,7,2.78
flops,1,0.47
compound gates,5,0.95
buf+inv,1,0.08
xor+xnor,2,0.42
[power groups by stage]
stage | logic (uW) | clock network [uW] | registers, uW
after CTS | 412 | 389 | 470
after global routing | 464 | 409 | 471
final | 406 | 378 | 470
[through the flow]
stage | hold slack (ns) | util (%) | cells | worst slack, ns
after floorplan | 0.393 | - | 888 | 4.20
after global placement | 0.426 | 54.6 | 1087 | 4.09
after detailed placement | 0.415 | 54.6 | 1087 | 4.01
after CTS | 0.443 | 56.4 | 1102 | 3.98
after global routing | 0.457 | 56.4 | 1102 | 3.70
final | 0.451 | 56.4 | 1102 | 4.02
[worst max path at each step]
stage     cells past startpoint  slack [ns]                         endpoint               start
6_report                     15        4.02   u_jingwei_ctrl.wei_num_reg[13]   u_ser2par.wei3[4]
5_1_grt                      16        3.70  u_jingwei_ctrl.jing_num_reg[13]  u_ser2par.jing3[4]
4_1_cts                      15        3.98   u_jingwei_ctrl.wei_num_reg[13]   u_ser2par.wei3[4]
[final cells by class]
| type | instances | area (sq um) |
|---|---|---|
| fillers | 1324 | 6720 |
| multi-input cells | 609 | 5340 |
| flip-flops and latches | 101 | 2020 |
| well taps | 211 | 264 |
| clock inverters | 6 | 53.8 |
| clock buffers | 9 | 225 |
| inverters | 135 | 507 |
| repair buffers | 31 | 295 |
[synth_stat cells, types with 2 or more instances]
cell type  number  area [sq um]
clkbuf_1       38           143
o21a_1          5          37.5
nor3_1          3          15.0
xor2_1         18           158
nor2_1         30           113
and2_1          2          12.5
nand3_1        69           345
buf_1           4          15.0
nor2b_1         2          12.5
nand2_1        94           353
or4_1           4          30.0
inv_1         135           507
a211oi_1        8          60.1
fa_1           92          1840
ha_1           82          1030
o21ai_1         8          40.0
nor3b_1         5          37.5
nor4_1          3          18.8
a21boi_1        2          15.0
nand2b_1       12          75.1
a21oi_1        87           435
a21o_1          2          15.0
xnor2_1        42           368
mux2i_1        13           130
a21oi_2         2          17.5
o311ai_1        2          17.5
o21ai_0        12          60.1
dfxtp_1       101          2020
[metal layers]
| layer | track usage (%) | up-vias | share of wire, % |
|---|---|---|---|
| met1 | 39.0 | 2588 | 53 |
| met5 | 0 | - | 0 |
| li1 | - | 2862 | - |
| met2 | 29.4 | 119 | 40 |
| met4 | 1.52 | 0 | 0.87 |
| met3 | 5.55 | 10 | 6.1 |
Power and IR drop assume default switching activity.
