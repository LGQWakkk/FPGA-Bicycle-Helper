--- ./config.mk ---
export PLATFORM = sky130hd
export DESIGN_NAME = btn_ctrl
export DESIGN_NICKNAME = btn_ctrl
export VERILOG_FILES = /design/flow/design.v
export SDC_FILE = /design/flow/constraint.sdc
export NUM_CORES = 4
export LEC_CHECK = 1
export CORE_UTILIZATION = 40
--- ./constraint.sdc ---
current_design btn_ctrl

set clk_period 4.6
set clk_io_pct 0.2

create_clock -name clk0 -period $clk_period [get_ports {clk}]

set non_clock_inputs [all_inputs -no_clocks]
set_input_delay [expr $clk_period * $clk_io_pct] -clock clk0 $non_clock_inputs
set_output_delay [expr $clk_period * $clk_io_pct] -clock clk0 [all_outputs]
--- ./design.v ---
`timescale 1ns / 1ps
module anjian_2(
    input clk,
    input rst,
    input s1,
    input s2,
    input key,
    output key_in,
    output [2:0] shu
    );
    localparam [1:0] 
             idle=2'b00,
             start=2'b01,
             data=2'b10,
             stop=2'b11;
    reg [1:0] state_reg,state_next;
    reg [2:0] cnt_reg,cnt_next;
    assign key_in=key;
    assign shu=cnt_reg;
    always@(posedge clk or posedge rst) begin
    if(rst) begin
    state_reg<=0;
    cnt_reg<=0;
    end
    else begin
    state_reg<=state_next;
    cnt_reg<=cnt_next;
    end
    end
    always@(*) begin
    state_next=state_reg;
    cnt_next=cnt_reg;
    case(state_reg)
        idle: state_next=start;
        start:begin
              if(s2==1'b0)
              state_next=data;
              else
              state_next=start;
              end
       data:begin
				if(s1==1'b0) begin
					if(s2==1'b1) begin
					cnt_next=cnt_reg+1; 
					state_next=stop;
					end
				end
				else begin
					if(s2==1'b1) begin
					cnt_next=cnt_reg-1; 
					state_next=stop;
					end
				end
            end
      stop:begin
           if(s1==1'b1)
           state_next=idle;
           end
     default:state_next=idle;
     endcase
     end
endmodule
`timescale 1ns / 1ps
module btn_ctrl(
	input wire clk,rst,
	input wire up_btn,down_btn,
	input wire bell_btn,led_btn,rgb_btn,lock_btn,
	input wire s1,s2,
	output wire [1:0] rate,
	output wire bell,led,rgb,lock,
	output wire [2:0] rgb_mode
    );
	reg [1:0] rate_reg,rate_next;
	assign rate=rate_reg;
	wire up_btn_tick,down_btn_tick;
	wire bell_btn_tick,led_btn_tick,rgb_btn_tick,lock_btn_tick;
	reg bell_reg,bell_next;
	reg led_reg,led_next;
	reg rgb_reg,rgb_next;
	reg lock_reg,lock_next;
	assign bell = bell_reg;
	assign led = led_reg;
	assign rgb = rgb_reg;
	assign lock = lock_reg;
	button_h u_up_btn(
	.clk(clk),
	.rst(rst),
	.button(up_btn),
	.tick(up_btn_tick)
	);
	button_h u_down_btn(
	.clk(clk),
	.rst(rst),
	.button(down_btn),
	.tick(down_btn_tick)
	);
	button_h u_bell_btn( 
	.clk(clk),
	.rst(rst),
	.button(bell_btn),
	.tick(bell_btn_tick)
	);
	button_h u_led_btn(
	.clk(clk),
	.rst(rst),
	.button(led_btn),
	.tick(led_btn_tick)
	);
	button_l u_rgb_btn( 
	.clk(clk),
	.rst(rst),
	.button(rgb_btn),
	.tick(rgb_btn_tick)
	);
	button_h u_lock_btn(
	.clk(clk),
	.rst(rst),
	.button(lock_btn),
	.tick(lock_btn_tick)
	);
	anjian_2 u_anjian_2(
	.clk(clk),
	.rst(rst),
	.s1(s1),
	.s2(s2),
	.key(),
	.key_in(),
	.shu(rgb_mode)
	);
	always@(posedge clk)begin
		if(rst)begin
			rate_reg<=0;
		end
		else begin
			rate_reg<=rate_next;
		end
	end
	always@(*)begin
		rate_next=rate_reg;
		if(up_btn_tick)begin
			if(rate_reg==3)begin
				rate_next=rate_reg;
			end
			else begin
				rate_next=rate_reg+1;
			end
		end
		else if(down_btn_tick)begin
			if(rate_reg==0)begin
				rate_next=rate_reg;
			end
			else begin
				rate_next=rate_reg-1;
			end
		end
	end
	always@(posedge clk)begin
		if(rst)begin
			bell_reg<=1'b0;
			led_reg<=1'b0;
			rgb_reg<=1'b0;
			lock_reg<=1'b0;
		end
		else begin
			bell_reg<=bell_next;
			led_reg<=led_next;
			rgb_reg<=rgb_next;
			lock_reg<=lock_next;
		end
	end
	always@(*)begin
		bell_next=bell_reg;
		led_next=led_reg;
		rgb_next=rgb_reg;
		lock_next=lock_reg;
		if(bell_btn_tick)begin
			bell_next=~bell_reg;
		end
		else if(led_btn_tick)begin
			led_next=~led_reg;
		end
		else if(rgb_btn_tick)begin
			rgb_next=~rgb_reg;
		end
		else if(lock_btn_tick)begin
			lock_next=~lock_reg;
		end
	end
endmodule
`timescale 1ns / 1ps
module button_h(
	input clk,rst,
	input wire button,
	output reg tick
    );
	localparam [1:0] 
	st_zero=2'b00,
	st_wait=2'b01,
	st_tick=2'b10,
	st_one=2'b11;
	localparam [19:0] WAITCNT = 20'd1_000_000;
	reg [1:0] state_reg,state_next;
	reg [19:0] wait_reg,wait_next;
	always@(posedge clk)begin
		if(rst)begin
			state_reg<=st_zero;
			wait_reg<=0;
		end
		else begin
			state_reg<=state_next;
			wait_reg<=wait_next;
		end
	end
	always@(*)begin
		wait_next=wait_reg;
		state_next=state_reg;
		tick=1'b0;
		case(state_reg)
			st_zero:begin
				if(button)begin
					wait_next=0;
					state_next=st_wait;
				end
			end
			st_wait:begin
				if(wait_reg==WAITCNT)begin
					state_next=st_tick;
				end
				else begin
					if(button)begin
						wait_next=wait_reg+1;
					end
					else begin
						state_next=st_zero;
					end
				end
			end
			st_tick:begin
				tick=1'b1;
				state_next=st_one;
			end
			st_one:begin
				if(~button)begin
					state_next=st_zero;
				end
			end
		endcase
	end
endmodule
`timescale 1ns / 1ps
module button_l(
	input clk,rst,
	input wire button,
	output reg tick
    );
	localparam [1:0] 
	st_one=2'b00,
	st_wait=2'b01,
	st_tick=2'b10,
	st_zero=2'b11;
	localparam [19:0] WAITCNT = 20'd1_000_000;
	reg [1:0] state_reg,state_next;
	reg [19:0] wait_reg,wait_next;
	always@(posedge clk)begin
		if(rst)begin
			state_reg<=st_one;
			wait_reg<=0;
		end
		else begin
			state_reg<=state_next;
			wait_reg<=wait_next;
		end
	end
	always@(*)begin
		wait_next=wait_reg;
		state_next=state_reg;
		tick=1'b0;
		case(state_reg)
			st_one:begin
				if(~button)begin
					wait_next=0;
					state_next=st_wait;
				end
			end
			st_wait:begin
				if(wait_reg==WAITCNT)begin
					state_next=st_tick;
				end
				else begin
					if(~button)begin
						wait_next=wait_reg+1;
					end
					else begin
						state_next=st_one;
					end
				end
			end
			st_tick:begin
				tick=1'b1;
				state_next=st_zero;
			end
			st_zero:begin
				if(button)begin
					state_next=st_one;
				end
			end
		endcase
	end
endmodule
--- ./run.sh ---
#!/bin/bash
# OpenROAD 26Q1-2900-gdf79404cd8, Yosys 0.63+post, stock flow scripts
make -C /OpenROAD-flow-scripts/flow DESIGN_CONFIG=/design/flow/config.mk WORK_HOME=/design/flow/orfs finish
==> results.json <==
{
  "clockPowerShare_pct": 46.5,
  "antenna_found_initial": 0,
  "ys_warn_count": 4,
  "whs_path_depth": 2,
  "crit_chain": "clkdlybuf4s50_1 -> o21ba_2 -> or3_1 -> o21ai_1 -> or2_2 -> o21ai_0",
  "htree_num_levels": 4,
  "ff2ff_path_depth": 5,
  "route.detailed.drc": 0,
  "final_area_um2": 8970,
  "vias_per_cell": 5.69,
  "dr.pass1.iters": 5,
  "status": "completed",
  "hp-class": "flop to flop",
  "die_x_um": 143,
  "leakage_nw": 2.91,
  "post-route-period-util_pct": 59.6,
  "num_vias": 7194,
  "critPathMaxFanout": 11,
  "syn_area_um2": 7940,
  "drtIter0Drc": 450,
  "critPathKind": "input port to flop",
  "rows": 51,
  "p_comb_share_pct": 7.6,
  "insertion_delay_ns": 0.42,
  "synthArstFlopShare_pct": 4.46,
  "grt_first_pass_wirelength_um": 31900,
  "syn_to_final_growth_pct": 13.0,
  "fp_util_pct": 40.8,
  "final_hold_viol_count": 0,
  "crit_slowest_cell": "o21ai_1",
  "rsz0062_at_grt": "false",
  "grt_pass1_vias": 6274,
  "setup_tns_ns": 0,
  "drv_cap": 0,
  "cts_tree": "built",
  "core-area_um2": 19500,
  "path_clk_slew_ns": 0.06,
  "final.setup_skew_ns": 0.00592,
  "ir_worst_vdd_uv": 250,
  "worst_slew_pin_slew_ns": 0.937,
  "p_sw_share_pct": 22.7,
  "cp.arrival_ns": 3.04,
  "die_area_um2": 20400,
  "post-place-ws_ns": 1.44,
  "synth-edff-count": 0,
  "syn_inst": 977,
  "clockRootBuffer": "clkbuf_16",
  "startpoint": "up_btn",
  "wl_um": 18900,
  "cp.depth": 6,
  "ant_nets": 0,
  "ys_area_um2": 7940,
  "post_cts_buffers": 0,
  "synthFlopType": "dfxtp_1",
  "layout_setup_ws_ns": 1.86,
  "dp_hpwl_um": 12800,
  "ctsResizeCount": 0,
  "cp_num_buf_inv": 1,
  "slowest_delay_ns": 0.67,
  "end_kind": "flop",
  "grtUsageTotal_pct": 19.7,
  "switchingPower_mw": 0.708,
  "dpl-instance-area_um2": 8370,
  "power_density_nw_per_um2": 347,
  "min_from": "u_led_btn.state_reg[1]",
  "total_power_mw": 3.12,
  "drive_above_1_share_pct": 5.80,
  "port_buffers": 18,
  "slew_violations": 0,
  "p_int_mw": 2.41,
  "clk_path_buf_depth": 2,
  "relSlewSlack_pct": 37.0,
  "overflow": 0,
  "ctsHoldBuffers": 0,
  "yosysCellCount": 977,
  "cts_buffers": 17,
  "cts_num_sinks": 157,
  "seq_power_share_pct": 45.9,
  "crit_required_ns": 4.90,
  "tool_warnings": 31,
  "die_y_um": 143,
  "pin_count": 19,
  "setup_viol": 0,
  "crit_family": "AND-OR/OR-AND gates",
  "avgSynthCellArea_um2": 8.13,
  "min_period_ns": 2.74,
  "yosys.stat.seqShare_pct": 40.0,
  "n_antenna_cell": 0,
  "grt_start_max_net_pins": 53,
  "start_kind": "input port",
  "fmax_ghz": 0.365,
  "r2r-start": "u_bell_btn.state_reg[2]",
  "synth_cell_types": 67,
  "ys_ff": 157,
  "gp_congestion": 0.887,
  "wl_per_cell_um": 15.0
}
## per-layer routing
metal / vias to the layer above / track usage [%] / part of all wire, %
met2: 171 / 28.7 / 43
met1: 3337 / 32.0 / 51
met5: - / 0 / 0
li1: 3672 / - / -
met4: 0 / 2.09 / 0.83
met3: 14 / 3.42 / 5.3
## cell type report
cell class | count | area, um^2
Fill cell | 1865 | 10500
Multi-Input combinational cell | 750 | 4490
Sequential cell | 157 | 3180
Clock buffer | 26 | 499
Tap cell | 265 | 332
Timing Repair Buffer | 26 | 235
Inverter | 35 | 131
Clock inverter | 6 | 108
## cell usage after synthesis (9+ instances only)
library cell	count	share of area, %
a21oi_1	95	6.0
a31oi_1	14	1.1
and2_1	9	0.71
and3_1	24	1.9
and4_1	9	0.99
clkbuf_1	27	1.3
dfxtp_1	150	38
ha_1	12	1.9
inv_1	34	1.6
nand2_1	85	4.0
nand3_1	53	3.3
nand4_1	40	3.2
nor2_1	76	3.6
nor3_1	25	1.6
nor4_1	15	1.2
nor4b_1	15	1.7
o211ai_1	13	1.2
o21ai_0	57	3.6
o21ai_1	9	0.57
o31ai_1	9	0.85
or3_1	29	2.3
or4_1	20	1.9
xnor2_1	10	1.1
xor2_1	18	2.0
## worst reg2reg max path: cells and delay by family, from the launching register on
kind / cells / cell delay, ns
and+or+nand+nor: 3 / 0.78
AOI/OAI and AO/OA: 2 / 0.97
DFF: 1 / 0.62
## cells in the final DEF, fill, tap and decap left out, drive strengths merged, types with 4 or more instances in the layout
cell / instances
nor2b: 8
clkbuf: 26
clkdlybuf4s50: 17
o211ai: 13
or4: 21
o21a: 8
a31oi: 14
dfxtp: 150
xor2: 18
a211oi: 7
nand2: 85
nand2b: 7
nand4: 40
nor3: 26
a41oi: 6
nor4bb: 6
and3: 24
xnor2: 10
dfrtp: 6
and2: 10
buf: 9
nand3: 53
and4: 9
o21ai: 66
or2: 9
nor3b: 7
o31ai: 10
inv: 34
a21oi: 95
nand4b: 6
ha: 12
a21o: 6
nor4: 15
nor2: 76
or3: 29
or4b: 4
nor4b: 15
o21ba: 4
## logic make-up after synthesis
logic type	share of synthesized area (%)
AOI/OAI and AO/OA	19.5
xor gates and xnor gates	3.09
adders and majority gates	2.14
buffers and inverters	3.40
DFF	40.0
muxes	0.378
and+or+nand+nor	31.4
## through the flow
stage / utilization [%] / hold WS [ns] / cells
2_1_floorplan: - / 0.420 / 977
3_3_place_gp: 43.0 / 0.451 / 1233
3_5_place_dp: 43.0 / 0.454 / 1233
4_1_cts: 46.1 / 0.467 / 1265
5_1_grt: 46.1 / 0.493 / 1265
6_report: 46.1 / 0.466 / 1265
## path summary, 6_finish.rpt
kind / to / slack [ns]
setup / recovery: u_up_btn.wait_reg[19] / 1.86
hold / removal: u_led_btn.state_reg[3] / 0.47
setup reg to reg: u_bell_btn.wait_reg[7] / 2.18
hold reg to reg: u_led_btn.state_reg[3] / 0.47
max in group asynchronous: u_anjian_2.state_reg[0] / 3.10
min in group asynchronous: u_anjian_2.state_reg[1] / 1.23
## power groups by stage
stage / registers, mW / logic, mW / clock network [mW]
CTS: 1.43 / 0.239 / 1.49
global route: 1.43 / 0.268 / 1.55
finish: 1.43 / 0.237 / 1.45
Power figures rest on the tool's default switching activity, not on a simulated workload.
