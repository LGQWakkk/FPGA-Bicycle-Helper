--- design/flow/run.sh ---
#!/bin/bash
# OpenROAD 26Q1-2900-gdf79404cd8, Yosys 0.63+post, stock flow scripts
make -C /OpenROAD-flow-scripts/flow DESIGN_CONFIG=/design/flow/config.mk WORK_HOME=/design/flow/orfs finish
--- design/flow/config.mk ---
export PLATFORM = sky130hd
export DESIGN_NAME = lora_tx_ctrl
export DESIGN_NICKNAME = lora_tx_ctrl
export VERILOG_FILES = /design/flow/design.v
export SDC_FILE = /design/flow/constraint.sdc
export NUM_CORES = 4
export LEC_CHECK = 1
export CORE_UTILIZATION = 30
--- design/flow/constraint.sdc ---
current_design lora_tx_ctrl

set clk_period 5.1
set clk_io_pct 0.2

create_clock -name clk0 -period $clk_period [get_ports {clk}]

set non_clock_inputs [all_inputs -no_clocks]
set_input_delay [expr $clk_period * $clk_io_pct] -clock clk0 $non_clock_inputs
set_output_delay [expr $clk_period * $clk_io_pct] -clock clk0 [all_outputs]
--- design/flow/design.v ---
`timescale 1ns / 1ps
module lora_tx_ctrl(
	input wire clk,rst,
	input wire lora_rx_tick, 
	input wire bell,led,rgb,
	input wire [2:0] rgb_mode,
	input wire must_tx, 
	output wire lora_tx,
	output reg lora_tx_tick 
    );
	wire s_tick;
	reg tx_start_reg,tx_start_next;
	wire tx_done;
	reg [7:0] tx_data_reg,tx_data_next;
	mod_m_counter u_lora_module_m_counter(
	.clk(clk),
	.reset(rst),
	.max_tick(s_tick),
	.q()
	);
	uart_tx u_lora_tx(
	.clk(clk),
	.rst(rst),
	.tx_start(tx_start_reg),
	.s_tick(s_tick),
	.din(tx_data_reg),
	.tx_done_tick(tx_done),
	.tx(lora_tx)
	);
	reg [5:0] state_reg,state_next;
	localparam [26:0] 
	WAIT1000MS = 27'd100_000_000,
	WAIT500MS = 27'd50_000_000,
	WAIT100MS = 27'd10_000_000;
	reg [27:0] wait_reg,wait_next;
	localparam [5:0]
	st_idle=6'd0,
	st_1=6'd1,st_2=6'd2,st_3=6'd3,st_4=6'd4,st_5=6'd5,
	st_6=6'd6,st_7=6'd7,st_8=6'd8,st_9=6'd9,st_10=6'd10;
	always@(posedge clk)begin
		if(rst)begin
			state_reg<=st_idle;
			tx_start_reg<=1'b0;
			tx_data_reg<=0;
			wait_reg<=0;
		end
		else begin
			state_reg<=state_next;
			tx_start_reg<=tx_start_next;
			tx_data_reg<=tx_data_next;
			wait_reg<=wait_next;
		end
	end
	always@(*)begin
		state_next=state_reg;
		tx_start_next=1'b0; 
		tx_data_next=tx_data_reg;
		wait_next=wait_reg;
		lora_tx_tick=1'b0;
		case(state_reg)
			st_idle:begin
				if(must_tx||lora_rx_tick)begin
					state_next=st_1;
				end
			end
			st_1:begin
				if(wait_reg==WAIT500MS)begin
					wait_next=0;
					state_next=st_2;
				end
				else begin
					wait_next=wait_reg+1;
				end
			end
			st_2:begin
				tx_data_next=8'haa;
				tx_start_next=1'b1;
				state_next=st_3;
				lora_tx_tick=1'b1;
			end
			st_3:begin
				if(tx_done)begin
					tx_data_next={led,rgb,bell,rgb_mode,2'b00};
					tx_start_next=1'b1;
					state_next=st_4;
				end
			end
			st_4:begin
				if(tx_done)begin
					tx_data_next=8'haa;
					tx_start_next=1'b1;
					state_next=st_5;
				end
			end
			st_5:begin
				if(tx_done)begin
					state_next=st_idle;
				end
			end
		endcase
	end
endmodule
`timescale 1ns / 1ps
module mod_m_counter
#(
	parameter N=10, 
	M=651 
)
(
	input wire clk,reset,
	output wire max_tick,
	output wire [N-1:0] q  
    );
	reg [N-1:0] r_reg;
	wire [N-1:0] r_next;  
	always@(posedge clk or posedge reset)begin
		if(reset)begin
			r_reg<=0; 
		end
		else begin
			r_reg<=r_next;
		end
	end
	assign r_next = (r_reg==(M-1))?0:r_reg+1; 
	assign q = r_reg;
	assign max_tick= (r_reg==(M-1))?1'b1:1'b0; 
endmodule
`timescale 1ns / 1ps
module uart_tx
#(parameter DBIT= 8,
SB_TICK = 16
)
(
	input wire clk,rst,
	input tx_start,s_tick,
	input wire [7:0] din,
	output reg tx_done_tick,
	output wire tx
    );
	localparam [1:0] 
	idle=2'b00,
	start=2'b01,
	data=2'b10,
	stop=2'b11;
	reg [1:0] state_reg,state_next;
	reg [3:0] s_reg,s_next; 
	reg [2:0] n_reg,n_next; 
	reg [7:0] b_reg,b_next; 
	reg tx_reg,tx_next; 
	always@(posedge clk or posedge rst)begin
		if(rst)begin
			state_reg<=idle;
			s_reg<=0;
			n_reg<=0;
			b_reg<=0;
			tx_reg<=1'b1;
		end
		else begin
			state_reg<=state_next;
			s_reg<=s_next;
			n_reg<=n_next;
			b_reg<=b_next;
			tx_reg<=tx_next;
		end
	end
	always@(*)begin
		state_next=state_reg;
		tx_done_tick=1'b0;
		s_next=s_reg;
		n_next=n_reg;
		b_next=b_reg;
		tx_next=tx_reg; 
		case(state_reg)
			idle:begin
				tx_next=1'b1; 
				if(tx_start)begin
					state_next=start;
					s_next=0;
					b_next=din;
				end
			end
			start:begin
				tx_next=1'b0;
				if(s_tick)begin
					if(s_reg==15)begin
						state_next=data;
						s_next=0;
						n_next=0;
					end
					else begin
						s_next=s_reg+1;
					end
				end
			end
			data:begin
				tx_next=b_reg[0];
				if(s_tick)begin
					if(s_reg==15)begin
						s_next=0;
						b_next=b_reg>>1;
						if(n_reg==(DBIT-1))begin
							state_next=stop;
						end
						else begin
							n_next=n_reg+1;
						end
					end
					else begin
						s_next=s_reg+1;
					end
				end
			end
			stop:begin
				tx_next=1'b1;
				if(s_tick)begin
					if(s_reg==(SB_TICK-1))begin
						state_next=idle;
						tx_done_tick=1'b1;
					end
					else begin
						s_next=s_reg+1;
					end
				end
			end
		endcase
	end
	assign tx=tx_reg;
endmodule
==> results.txt <==
The full implementation flow was run.

The register-to-register path setup slack stands at 2700 ps. In this run the power spent charging and discharging nets is 281 uW. The switching fraction of total power stands at 21.9%. The routed wirelength on the met1 layer is recorded as 3800 um. Looking at the worst setup and hold paths, the clock pins of their registers show a slew of 60 ps. Nets still carrying antenna violations after routing amount to 0.

In this run the power density over the cells is 312 nW/um2. The number of placed instances with taps included stands at 533. Wire segments on met2 add up to 3400 um in the final route.

The wire length recorded after detailed routing is 7700 um. After global routing the overflow that remains totals 0. In this run the core area contains 39 standard-cell rows. STA classifies the critical path startpoint as a flip-flop.

The final report lists a non-filler cell total of 549. The post-CTS repair timing setup buffer count stands at 0. The routed length on met3 stands at 389 um. The synthesis report lists the Yosys warning total as 3. In this run the critical register-to-register path is launched from wait_reg[23]$_SDFFE_PP0P_. Along the worst path, the maximum fanout reaches 15. The die covers 12,300 um2.

The worst hold path depth stands at 2. The netlist uses 59 different library cells. The share of the Yosys chip area taken by registers is 44.8%. The flip-flop count of the largest register after layout stands at 28. Setup repair after global routing left no endpoint under its margin. The leakage power summed over all cells stands at 0.00155 uW.

The internal power consumption stands at 999 uW. The effective utilization at floorplan stands at 31.0%. Per the CTS log, the root buffer master is sky130_fd_sc_hd__clkbuf_16. The count of final max-slew check failures stands at 0. The fraction of registers with async set/reset stands at 41.7%. The area of the core stands at 11,500 um2.

For this design, the sink count on the clock tree is 72. The hold buffer count at CTS stands at 0. The yosys synthesis chip area stands at 3560 um2. The biggest area contributor in the post-synthesis netlist is sky130_fd_sc_hd__dfxtp_1. A synthesized cell averages 9.01 um2.

Warnings raised by the tools during the run amount to 27. TritonCTS built the clock tree. Counting flops with a built-in enable in the synthesized netlist gives 0. The number of detailed-route iterations in the first pass stands at 5. The number of vias per cell stands at 5.34.

The remaining design rule violation count stands at 0. The number of H-tree levels stands at 3. The worst-margin pin slew stands at 844 ps. Post-CTS repair ended up resizing 0 cells.

The endpoint identified for the worst register-to-register timing path is wait_reg[25]$_SDFFE_PP0P_. The final worst-path cycle share stands at 47.0%. Entering global routing, the biggest net connects 39 pins. From left edge to right edge, the die measures 111 um. The flow ran to the end, and the final reports show no timing, DRC or antenna violations. The worst clock skew stands at 6.61 ps. Note that the worst hold path type here is reg2reg. The total negative setup slack stands at 0 ps. The wire length of the first global-routing pass stands at 13,000 um. After synthesis the cells add up to 3560 um2. The layout overhead on the synthesized area stands at 15.1%. The post-detailed-route wirelength per cell stands at 14.0 um.

Buffers inserted during clock tree synthesis total 9. The smallest clock period supported by the final layout is computed as 2400 ps. The final tally of hold violations stands at 0. As reported, the later end of the worst-skew pair has a clock insertion delay of 330 ps. The longest clock path from root to sink contains 2 buffers.

The peak supply drop stands at 0.326 mV. The final-report setup violation count stands at 0. The synthesis report names the predominant flop master as sky130_fd_sc_hd__dfxtp_1. STA lists the startpoint of the worst hold path as state_reg[4]$_DFF_P_. The initial antenna violation count was 0. The worst hold path terminates at state_reg[4]$_DFF_P_. The critical path data arrival time stands at 2590 ps.

The highest layer touched by signal routing is met4. Looking at the power breakdown, the clock network takes 52.1% of the total. The die height stands at 111 um. The flip-flop and latch count after synthesis stands at 72. In this run the maximum-capacitance check reported violations numbering 0. STA classifies the critical path endpoint as a flip-flop.

The violation tally recorded at the end of detailed-routing iteration 0 is 171. The top cell type in the final layout, fill and taps aside, is sky130_fd_sc_hd__nor2_1. For reference, the most critical setup path is categorized as reg2reg. The power share of the combinational group stands at 2.8%. The number of antenna diodes stands at 0. The number of buffers inserted by port buffering stands at 11.

Ranking logic cells in the layout by count gives the top entries 48 x sky130_fd_sc_hd__nor2_1, 44 x sky130_fd_sc_hd__nand2_1, 42 x sky130_fd_sc_hd__dfxtp_1, 28 x sky130_fd_sc_hd__dfrtp_1, 24 x sky130_fd_sc_hd__nand3_1. The flow reports that sequential cells draw 45.2% of the design power. In the post-synthesis netlist, the biggest area contributors are sky130_fd_sc_hd__dfxtp_1 24%, sky130_fd_sc_hd__dfrtp_1 20%, sky130_fd_sc_hd__nor2_1 5.1%. The final weighted congestion recorded by global placement is 0.897. The instance tally after logic synthesis stands at 395. The max-slew check reports its worst relative slack as 43.2%. For this design, Yosys synthesis ends with a cell count of 395. Summed over all nets, the half-perimeter wirelength after detailed placement is 5300 um. The top-level I/O count stands at 12. The via count of the first global-routing pass stands at 2,626.

The peak clock frequency supported by timing stands at 417 MHz. Logic depth along the worst register-to-register path is recorded as 5. Global routing consumed, over all layers together, 13.0% of the routing resources. For this block, the via count after detailed routing is 2,933. The critical path data required time stands at 5290 ps. The synthesized design devotes to its leading area cell type 23.6% of total area.

The final-layout fill cell count stands at 1,119. Cells with a size suffix above 1 make up 9.36% of the layout.
[cell usage after synthesis, drive strengths merged, types with 9 or more instances]
library cell,n
nor2,48
nand2,44
dfxtp,42
dfrtp,28
nand3,24
nand4,19
xor2,16
a21oi,15
clkbuf,13
o21ai,12
inv,11
nor3,10
and3,9
xnor2,9
[metal layers]
metal,GRT usage [%],vias to the layer above
met3,2.73,10
li1,-,1448
met5,0,-
met2,19.6,68
met4,1.51,0
met1,20.2,1407
[cells by family after synthesis]
group / synth area share [%]
compound gates: 12.9
xor+xnor: 6.15
fa+ha+maj: 2.46
simple gates: 29.4
buf+inv: 3.69
mux: 0.633
flops: 44.8
[worst max path at each step]
stage / startpoint / endpoint / cells after the start
6_report: wait_reg[23]$_SDFFE_PP0P_ / wait_reg[25]$_SDFFE_PP0P_ / 5
5_1_grt: wait_reg[23]$_SDFFE_PP0P_ / wait_reg[21]$_SDFFE_PP0P_ / 5
4_1_cts: wait_reg[23]$_SDFFE_PP0P_ / wait_reg[4]$_SDFFE_PP0P_ / 5
[cell type report]
cell class,count,area [um2],area share [%]
clock buffers,10,250,6.11
clock inverters,6,71.3,1.74
inverters,12,45.0,1.10
multi-input cells,293,1830,44.7
flip-flops and latches,72,1590,38.9
well taps,143,179,4.37
repair buffers,13,125,3.05
[power groups by stage]
stage	Sequential [uW]	Clock (uW)	Combinational [uW]
after CTS	578	685	36.3
after global routing	579	712	40.1
final	578	666	35.4
[worst max-delay path: stages (launching register included)]
cell	delay, ps
sky130_fd_sc_hd__dfxtp_1	480
sky130_fd_sc_hd__nor4bb_1	370
sky130_fd_sc_hd__nand4_1	120
sky130_fd_sc_hd__or4_1	580
sky130_fd_sc_hd__o21ai_2	590
sky130_fd_sc_hd__nor2_1	100
[through the flow]
step / worst slack (ps) / area [um2] / utilization [%] / total power (uW) / hold slack (ps)
3_3_place_gp: 2480 / 3780 / 32.9 / 625 / 449
3_5_place_dp: 2430 / 3780 / 32.9 / 626 / 453
2_1_floorplan: 2410 / 3560 / - / 610 / 428
6_report: 2700 / 4100 / 35.7 / 1280 / 461
5_1_grt: 2480 / 4100 / 35.7 / 1330 / 488
4_1_cts: 2700 / 4100 / 35.7 / 1300 / 461
Power is estimated from default activity; no workload was simulated.
