### constraint.sdc
current_design lora_gps_ram

set clk_period 10.8
set clk_io_pct 0.2

create_clock -name clk0 -period $clk_period [get_ports {clk}]

set non_clock_inputs [all_inputs -no_clocks]
set_input_delay [expr $clk_period * $clk_io_pct] -clock clk0 $non_clock_inputs
set_output_delay [expr $clk_period * $clk_io_pct] -clock clk0 [all_outputs]
### config.mk
export PLATFORM = sky130hd
export DESIGN_NAME = lora_gps_ram
export DESIGN_NICKNAME = lora_gps_ram
export VERILOG_FILES = /design/flow/design.v
export SDC_FILE = /design/flow/constraint.sdc
export NUM_CORES = 4
export LEC_CHECK = 1
export CORE_UTILIZATION = 40
### design.v
`timescale 1ns / 1ps
module lora_gps_ram
#(
	parameter ADDR_WIDTH=6, 
	DATA_WIDTH=8
)
(
	input wire clk,
	input wire we,
	input wire [ADDR_WIDTH-1:0] addr_a,addr_b, 
	input wire [DATA_WIDTH-1:0] din_a, 
	output wire [DATA_WIDTH-1:0] dout_a,dout_b
    );
	reg [DATA_WIDTH-1:0] ram [2**ADDR_WIDTH-1:0];
	reg [ADDR_WIDTH-1:0] addr_a_reg,addr_b_reg; 
	always@(posedge clk)begin
		if(we)begin
			ram[addr_a]<=din_a;
		end
		addr_a_reg<=addr_a;
		addr_b_reg<=addr_b;
	end
	assign dout_a=ram[addr_a_reg];
	assign dout_b=ram[addr_b_reg];
endmodule
### run.sh
#!/bin/bash
# OpenROAD 26Q1-2900-gdf79404cd8, Yosys 0.63+post, stock flow scripts
make -C /OpenROAD-flow-scripts/flow DESIGN_CONFIG=/design/flow/config.mk WORK_HOME=/design/flow/orfs finish
==> impl_metrics.ini <==
; generated from flow reports
[outcome]
status = finished, final reports clean

[power]
leakagePower_nw = 8.641
power_density_mw_per_mm2 = 163.7
peakVddDrop_v = 0.0001270

[critical_path]
start_kind = flip-flop
crit_slowest_cell = dfxtp_4
cp.required_ps = 8640
endpoint_kind = primary output
worstSetupPathType = flip-flop to primary output
critical_path.most_common_cell = buf_4
arrival_ps = 4260
path_cells = buf_4 -> buf_4 -> mux4_2 -> mux2i_1 -> nand2_1 -> o2111ai_1 -> nand3_1 -> clkdlybuf4s50_1
critPathMaxStageDelay_ps = 780
critPathMaxFanout = 33

[final_timing]
setup_violations = 0
tightestPinTransition_ps = 1012
hold_viol = 0
rsz0062_at_grt = no
finalClockPeriodUsage_pct = 59.42
timing.fmax_mhz = 155.8
maxSlewViolCount = 0
setup-tns-final_ps = 0
fin_crit_ps = 6418
relSlewSlack_pct = 32.32

[global_route]
grt_pass1_vias = 14460
antenna_found_initial = 0
grt_remaining_overflow = 0
grtUsageTotal_pct = 24.56
grt_max_degree = 89
grt_pass1_wl_mm = 96.88

[clock_tree]
holdBufCountCts = 0
clk_pin_slew_ps = 60
clk_path_buf_depth = 3
ctsRootBufferMaster = clkbuf_16
cts_buffers = 55
cts.sinks = 524
h-tree-depth = 2
cts-resized-gates = 0
cts_setup_buffers = 0
cts_tree = done

[synth]
ys_seq_elements = 524
syn_area_sq_mm = 0.02419
ys_seq_share_pct = 64.54
async_flop_share_pct = 0
yosysChipArea_sq_mm = 0.02419
edf_count = 512
ys_types = 38
ys.flop_type = edfxtp_1
avgSynthCellArea_sq_um = 20.05
ys_cells = 1207
yosys_warnings = 1
synthCells = 1207

[worst_hold_path]
hold_class = input port to flip-flop
hp-start = addr_b[2]

[run]
tool_warnings = 25
drv_cap = 0

[routing]
diodes = 0
firstDrtPassIters = 5
route.detailed.wl_per_inst_um = 31.31
vias = 13020
antenna_left = 0
drc = 0
finalWirelength_mm = 65.99
drt_iter0_markers = 889
vias_per_cell = 6.175

[cells_and_area]
largest_reg_flops = 512
drive_gt1_share_pct = 33.33
final_area_sq_mm = 0.02743
largest_register = ram
nFillCells = 4866
seqCellArea_sq_mm = 0.01564
layout_top_cell = edfxtp_1
logic_area_sq_mm = 0.008098
top_regs = ram (512)
area_delta_synth_final_pct = 13.37
postLayoutCoreUtil_pct = 46.21
final_cell_mix = 512 x edfxtp_1, 270 x mux4_2, 80 x buf_4, 75 x nor2_1, 66 x mux2i_1

[place]
placed_cell_area_sq_mm = 0.02568
portBuffers = 37
gp_congestion = 0.9744
dp_hpwl_mm = 41.20

[die]
row_count = 89
core_area_sq_mm = 0.05935
fp_util_pct = 40.76
io_pins = 38
die_x_um = 247.9
chipHeight_um = 247.9
die-area_sq_mm = 0.06147
## final cells by class
| type | instances | share of cell area [%] |
|---|---|---|
| clock inverter | 34 | 1.163 |
| multi-input combinational | 587 | 29.52 |
| timing repair buffer | 119 | 3.540 |
| clock buffer | 68 | 5.196 |
| tap | 773 | 3.526 |
| inverter | 3 | 0.04105 |
| sequential | 524 | 57.01 |
## layer usage
| layer | vias to the layer above | part of all wire (%) | track usage, % |
|---|---|---|---|
| met3 | 90 | 16 | 17.01 |
| met4 | 0 | 2.1 | 4.114 |
| met2 | 792 | 47 | 36.05 |
| li1 | 5396 | - | - |
| met5 | - | 0 | 0.3180 |
| met1 | 6738 | 35 | 32.19 |
## final timing paths
check,to,slack (ps),cells past startpoint
hold / removal,flip-flop,1990,1
setup / recovery,dout_b[7],4380,8
## critical path: cells and delay by family (launching register included)
kind	cells	cell delay, ps
AND-OR/OR-AND	1	120
buffers and inverters	3	1700
flip-flops	1	780
multiplexers	2	730
AND/OR/NAND/NOR	2	260
## power by group
part / total, W / internal (W) / switching (W)
sequential: 0.00227 / 0.00225 / 0.0000258
combinational: 0.000354 / 0.000154 / 0.000200
clock: 0.00186 / 0.00108 / 0.000787
## logic make-up after synthesis
kind of cell | share of synthesized area (%)
simple gates | 2.694
mux | 27.96
compound gates | 2.818
buf+inv | 1.991
flops | 64.54
## cell usage after synthesis, drive strengths merged (3+ instances only)
| cell | count | area share, % |
|---|---|---|
| o22ai | 20 | 0.52 |
| nor2b | 8 | 0.21 |
| a21oi | 10 | 0.21 |
| dfxtp | 12 | 0.99 |
| nand3 | 20 | 0.41 |
| nand4 | 3 | 0.078 |
| and2 | 3 | 0.078 |
| o221ai | 5 | 0.18 |
| nand2 | 28 | 0.43 |
| nand2b | 6 | 0.16 |
| nor2 | 75 | 1.2 |
| o211ai | 3 | 0.093 |
| a22oi | 14 | 0.43 |
| inv | 3 | 0.047 |
| o31a | 5 | 0.18 |
| buf | 59 | 1.4 |
| a221oi | 7 | 0.25 |
| o21ai | 24 | 0.50 |
| mux2i | 66 | 2.7 |
| mux4 | 270 | 25 |
| clkbuf | 34 | 0.53 |
| a221o | 5 | 0.21 |
| edfxtp | 512 | 64 |
## through the flow
stage,setup slack (ps),total power [W],hold WS (ps),cells
6_report,4382,0.004489,1992,2108
5_1_grt,4049,0.004618,1983,2108
4_1_cts,4271,0.004516,1965,2108
3_5_place_dp,4912,0.002670,2605,2006
3_3_place_gp,4933,0.002668,2605,2006
2_1_floorplan,6665,0.002514,2188,1207
Power figures rest on the tool's default switching activity, not on a simulated workload.
