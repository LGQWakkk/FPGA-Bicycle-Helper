--- design/flow/design.v ---
`timescale 1ns / 1ps
module gps_ram
#(
	parameter ADDR_WIDTH=6, 
	DATA_WIDTH=8
)
(
	input wire clk,
	input wire we,
	input wire [ADDR_WIDTH-1:0] addr_a,addr_b, 
	input wire [DATA_WIDTH-1:0] din_a, 
	output wire [DATA_WIDTH-1:0] dout_a,dout_b
    );
	reg [DATA_WIDTH-1:0] ram [2**ADDR_WIDTH-1:0];
	reg [ADDR_WIDTH-1:0] addr_a_reg,addr_b_reg; 
	always@(posedge clk)begin
		if(we)begin
			ram[addr_a]<=din_a;
		end
		addr_a_reg<=addr_a;
		addr_b_reg<=addr_b;
	end
	assign dout_a=ram[addr_a_reg];
	assign dout_b=ram[addr_b_reg];
endmodule
--- design/flow/run.sh ---
#!/bin/bash
# OpenROAD 26Q1-2900-gdf79404cd8, Yosys 0.63+post, stock flow scripts
make -C /OpenROAD-flow-scripts/flow DESIGN_CONFIG=/design/flow/config.mk WORK_HOME=/design/flow/orfs finish
--- design/flow/config.mk ---
export PLATFORM = sky130hd
export DESIGN_NAME = gps_ram
export DESIGN_NICKNAME = gps_ram
export VERILOG_FILES = /design/flow/design.v
export SDC_FILE = /design/flow/constraint.sdc
export NUM_CORES = 4
export LEC_CHECK = 1
export CORE_UTILIZATION = 30
--- design/flow/constraint.sdc ---
current_design gps_ram

set clk_period 13.5
set clk_io_pct 0.2

create_clock -name clk0 -period $clk_period [get_ports {clk}]

set non_clock_inputs [all_inputs -no_clocks]
set_input_delay [expr $clk_period * $clk_io_pct] -clock clk0 $non_clock_inputs
set_output_delay [expr $clk_period * $clk_io_pct] -clock clk0 [all_outputs]
==> results.sh <==
# source this file to load flow results
export IMPL_firstDrtPassIters=7
export IMPL_worst_slew_pin_slew_ns=1.014
export IMPL_fmax_ghz=0.1385
export IMPL_largest_registers="ram (512)"
export IMPL_gp_congestion=0.9109
export IMPL_overflow=0
export IMPL_top_cell_area_share=0.6355
export IMPL_grtUsageTotal=0.1752
export IMPL_setup_tns_ns=0
export IMPL_grt_start_max_net_pins=89
export IMPL_antenna_left=0
export IMPL_synthTopCellsByArea="edfxtp_1, mux4_2, mux2i_1"
export IMPL_end_kind="output pin"
export IMPL_crit_arrival_ns=4.52
export IMPL_cts_sinks=524
export IMPL_drv_cap=0
export IMPL_power_mw=3.609
export IMPL_via_count=12910
export IMPL_clockBufferDepth=3
export IMPL_nFillCells=7339
export IMPL_path_clk_slew_ns=0.06
export IMPL_p_leak_nw=8.584
export IMPL_crit_chain="buf_4, buf_4, mux4_2, mux4_2, nand3_1, nand3_1, clkdlybuf4s50_1"
export IMPL_yosys_warnings=1
export IMPL_hold_path_class="input port to register"
export IMPL_cts_buffers=54
export IMPL_num_antenna_cells=0
export IMPL_cts_max_level=2
export IMPL_ir_worst_vdd_mv=0.09139
export IMPL_status="finished, final reports clean"
export IMPL_drc_errors=0
export IMPL_synth_distinct_cells=38
export IMPL_viasPerCell=5.452
export IMPL_io_buffers=37
export IMPL_final_period_utilization=0.5348
export IMPL_startpoint_type="register"
export IMPL_largest_reg_flops=512
export IMPL_drtIter0Drc=741
export IMPL_critPathSlowestCell="dfxtp_4"
export IMPL_cp_required_ns=10.80
export IMPL_die_height_um=286.0
export IMPL_core_um2=79390
export IMPL_synth_cells=1207
export IMPL_power_density_nw_per_um2=130.3
export IMPL_edf_count=512
export IMPL_area_delta_synth_final_pct=14.46
export IMPL_drive_above_1_share=0.3303
export IMPL_hold_start="addr_b[2]"
export IMPL_grt_pass1_wl_um=96790
export IMPL_die_x_um=286.0
export IMPL_yosysSeqAreaShare=0.6454
export IMPL_yosys_area_top_type="edfxtp_1"
export IMPL_synth_cell_area_um2=24190
export IMPL_hold_viol=0
export IMPL_slew_viol_final=0
export IMPL_fin_crit_ns=7.220
export IMPL_dp_hpwl_um=41820
export IMPL_cts_setup_buffers=0
export IMPL_flop_cell="edfxtp_1"
export IMPL_logic_family="multiplexers"
export IMPL_cts_root_buf="clkbuf_16"
export IMPL_post_cts_resize_count=0
export IMPL_compound_area_frac=0.02818
export IMPL_rsz0062_at_grt="no"
export IMPL_xor_area_frac=0
export IMPL_cts_tree="built"
export IMPL_cp_max_fo=33
export IMPL_avgSynthCellArea_um2=20.05
export IMPL_rows=103
export IMPL_hold_ws_ns=2.534
export IMPL_wire_per_inst_um=27.78
export IMPL_warnings=25
export IMPL_die_area_um2=81790
export IMPL_antenna_found_initial=2
export IMPL_fa_ha_area_frac=0
export IMPL_async_flop_share=0
export IMPL_critical_path_class="register to output pin"
export IMPL_mux_area_frac=0.2796
export IMPL_cp_slowest_stage_delay_ns=0.70
export IMPL_ctsHoldBuffers=0
export IMPL_ys_sh_simple=0.02694
export IMPL_grt_pass1_vias=14500
export IMPL_yosys_register_bits=524
export IMPL_synth_stat_cells=1207
export IMPL_ios=38
export IMPL_setup_viol=0
export IMPL_routed_wl_um=65760
export IMPL_synth_chip_area_um2=24190
export IMPL_timing_slew_headroom=0.3217
export IMPL_regMostFlops="ram"
export IMPL_fp_util=0.3048
-- path summary, 6_finish.rpt --
check | cells after the start | slack [ns] | to
max | 7 | 6.28 | dout_b[7]
min | 1 | 2.53 | register
-- cell families (layout without fill, tap and decap cells) --
group	count (synthesis)	after routing
flops	524	524
mux	338	338
simple gates	149	149
compound gates	100	100
buf+inv	96	206
-- layer usage --
| layer | GRT usage | wire length (µm) | vias up |
|---|---|---|---|
| met5 | 0.04070 | 480 | - |
| met4 | 0.03743 | 1758 | 14 |
| met3 | 0.1190 | 9835 | 130 |
| met2 | 0.2604 | 30650 | 789 |
| met1 | 0.2129 | 23030 | 6608 |
| li1 | - | - | 5364 |
-- power breakdown --
group	internal, mW	switching, mW	leakage, nW	total (mW)
logic	0.122	0.157	3.02	0.280
clock network	0.882	0.630	0.859	1.51
registers	1.80	0.0197	4.71	1.82
-- through the flow --
step / cell area (µm²) / setup WS (ns) / std cells / utilization
2_1_floorplan: 24190 / 8.825 / 1207 / -
5_1_grt: 27690 / 5.940 / 2367 / 0.3489
3_3_place_gp: 25930 / 6.836 / 2271 / 0.3266
6_report: 27690 / 6.280 / 2367 / 0.3489
4_1_cts: 27690 / 6.129 / 2367 / 0.3489
3_5_place_dp: 25930 / 6.785 / 2271 / 0.3266
-- layout by cell type, fill, tap and decap left out, types with 3 or more instances in the layout --
| master | count |
|---|---|
| a21oi_1 | 10 |
| a221o_1 | 5 |
| a221oi_1 | 7 |
| a22oi_1 | 14 |
| and2_1 | 3 |
| buf_2 | 8 |
| buf_4 | 69 |
| bufinv_16 | 8 |
| clkbuf_1 | 7 |
| clkbuf_16 | 54 |
| clkdlybuf4s50_1 | 29 |
| clkinv_1 | 11 |
| clkinv_2 | 10 |
| clkinvlp_4 | 3 |
| dfxtp_1 | 6 |
| dfxtp_4 | 6 |
| edfxtp_1 | 512 |
| mux2i_1 | 66 |
| mux4_2 | 270 |
| nand2_1 | 28 |
| nand2b_1 | 6 |
| nand3_1 | 20 |
| nand4_1 | 3 |
| nor2_1 | 75 |
| nor2b_1 | 8 |
| o211ai_1 | 3 |
| o21ai_0 | 17 |
| o21ai_1 | 7 |
| o221ai_1 | 5 |
| o22ai_1 | 20 |
| o31a_1 | 5 |
-- cell usage after synthesis (5+ instances only) --
master / n
edfxtp_1: 512
mux4_2: 270
nor2_1: 75
mux2i_1: 66
clkbuf_1: 34
buf_2: 31
nand2_1: 28
nand3_1: 20
o22ai_1: 20
o21ai_0: 17
a22oi_1: 14
buf_4: 12
dfxtp_1: 12
buf_1: 11
a21oi_1: 10
nor2b_1: 8
a221oi_1: 7
o21ai_1: 7
nand2b_1: 6
a221o_1: 5
buf_6: 5
o221ai_1: 5
o31a_1: 5
-- area by class of cell --
class | count | area [µm²] | area share
flip-flops and latches | 524 | 15640 | 0.5647
multi-input cells | 587 | 8098 | 0.2924
clock buffers | 61 | 1378 | 0.04974
well taps | 1050 | 1314 | 0.04744
repair buffers | 107 | 868.3 | 0.03135
clock inverters | 35 | 387.9 | 0.01401
inverters | 3 | 11.26 | 0.0004066
-- worst max-delay path, delay by kind of cell (launching register included) --
kind / cells / cell delay, ns
simple gates: 2 / 0.29
flops: 1 / 0.70
mux: 2 / 1.10
buf+inv: 3 / 1.77
Power and IR drop assume default switching activity.
